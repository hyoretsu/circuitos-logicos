<file path="design/flow/design.v">
module contador_0_1_2_3_10_13
	(output reg [3:0] y,
		input clock, reset);
	reg [2:0] estado_atual;
	parameter S0 = 0, S1 = 1, S2 = 2, S3 = 3, S10 = 4, S13 = 5;
	always @* begin
		case (estado_atual)
			S0:
				y = 0;
			S1:
				y = 1;
			S2:
				y = 2;
			S3:
				y = 3;
			S10:
				y = 10;
			S13:
				y = 13;
		endcase
	end
	always @(posedge clock, negedge reset)
		if (~reset)
			estado_atual <= S0;
		else
			case (estado_atual)
				S0:
					estado_atual <= S1;
				S1:
					estado_atual <= S2;
				S2:
					estado_atual <= S3;
				S3:
					estado_atual <= S10;
				S10:
					estado_atual <= S13;
				S13:
					estado_atual <= S0;
			endcase
endmodule
</file>
<file path="design/flow/run.sh">
#!/bin/bash
# OpenROAD 26Q1-2900-gdf79404cd8, Yosys 0.63+post, stock flow scripts
make -C /OpenROAD-flow-scripts/flow DESIGN_CONFIG=/design/flow/config.mk WORK_HOME=/design/flow/orfs finish
</file>
<file path="design/flow/config.mk">
export PLATFORM = sky130hd
export DESIGN_NAME = contador_0_1_2_3_10_13
export DESIGN_NICKNAME = contador_0_1_2_3_10_13
export VERILOG_FILES = /design/flow/design.v
export SDC_FILE = /design/flow/constraint.sdc
export NUM_CORES = 4
export LEC_CHECK = 1
export CORE_AREA = 10 10 70 70
export DIE_AREA = 0 0 80 80
</file>
<file path="design/flow/constraint.sdc">
current_design contador_0_1_2_3_10_13

set clk_period 1.2
set clk_io_pct 0.2

create_clock -name clk0 -period $clk_period [get_ports {clock}]

set non_clock_inputs [all_inputs -no_clocks]
set_input_delay [expr $clk_period * $clk_io_pct] -clock clk0 $non_clock_inputs
set_output_delay [expr $clk_period * $clk_io_pct] -clock clk0 [all_outputs]
</file>
==> flow_metrics.py <==
# Physical implementation metrics
metrics = {
    "placed_design": {
        "placedCellCount": 66,
        "place_congestion": 0.687,
        "place.port_buffers": 5,
    },
    "yosys": {
        "synth_flops": 10,
        "synth_cells": 16,
        "syn_area_per_cell_um2": 15.8,
        "synth-warning-count": 1,
        "ys_cells": 16,
        "ys_chip_area_um2": 253,
        "yosysUniqueCellTypes": 9,
        "synth_area_um2": 253,
    },
    "critical_path": {
        "worst_r2r_path_depth": 0,
        "critPathArrivalTime_ps": 760,
        "crit_type": "flop to flop",
        "endpoint_kind": "flop",
        "worstPathRequired_ps": 1380,
        "path_depth": 0,
        "crit_fanout": 2,
        "cp-start-kind": "flop",
    },
    "clocking": {
        "path_clk_slew_ps": 50,
        "postCtsResizedCells": 0,
        "clock_latency_ps": 250,
        "post_cts_buffers": 0,
        "numCtsBuffers": 3,
        "tritoncts": "done",
        "cts_hold_buf": 0,
        "htree_levels": 1,
        "cts_root_buffer": "clkbuf_4",
        "cts_buffer_depth": 2,
    },
    "sta": {
        "hold_violations": 0,
        "clock_skew_ps": 10.5,
        "unclocked_regs": 4,
        "untimed_endpoints": 8,
        "maxSlewHeadroom": 0.827,
        "worst_slew_pin_slew_ps": 258,
        "fin_tns_setup_ps": 0,
        "final.period_utilization": 0.483,
        "setup_viol": 0,
        "slew_viol_final": 0,
        "min_period_ps": 580,
        "fmax_ghz": 1.72,
        "rsz0062_at_grt": "false",
    },
    "power": {
        "p_int_w": 0.000332,
        "power_frac_seq": 0.497,
        "swShare": 0.188,
        "p_leak_nw": 0.171,
        "p_sw_w": 0.0000769,
        "vdd_ir_drop_max_v": 0.000190,
        "power.share.combinational": 0.016,
        "power-per-cell-area_mw_per_mm2": 1070,
        "p_clk_frac": 0.488,
    },
    "routing": {
        "ant_nets": 0,
        "vias": 141,
        "via_per_inst": 2.01,
        "avgRoutedWirePerCell_um": 5.94,
        "antenna_cells": 0,
        "routed_wl_um": 416,
        "drt_iter0_markers": 2,
        "dr.pass1.iters": 2,
        "drcViolationCount": 0,
    },
    "run": {
        "tool_warnings": 25,
        "timing.max_cap.violations": 0,
    },
    "global_routing": {
        "antenna_found_initial": 0,
        "grt_max_degree": 7,
        "grt_pass1_vias": 149,
        "grt_first_pass_wirelength_um": 662,
        "grt_usage": 0.0147,
        "grt_remaining_overflow": 0,
    },
    "floorplan": {
        "boundaryPins": 6,
        "die-area_mm2": 0.00640,
        "die_y_um": 80,
        "initCoreUtil": 0.0740,
        "row_count": 21,
        "core_area_mm2": 0.00342,
        "die_width_um": 80,
    },
    "finish": {
        "final_cell_mix": "5 x dfrtp_1, 5 x clkdlybuf4s50_1, 4 x dlxtn_1, 3 x clkbuf_4",
        "layout.cells.non_filler": 70,
        "drive_above_1_share": 0.292,
        "syn_to_final_growth_pct": 51.5,
    },
    "hold_path": {
        "hold_path.class": "input pin to asynchronous set/reset pin",
    },
    "outcome": {
        "outcome": "complete, no violations",
    },
}
[per-layer routing]
layer  GRT usage  wire length [µm]  up-vias
met5           0                 0        -
met4     0.00176                 5        0
met3      0.0239               103        2
met2      0.0185               147        8
met1      0.0123               160       61
li1            -                 -       70
[worst paths after layout]
check                           slack [ps]              end             from
worst min-delay path                   230  estado_atual[5]            reset
worst min register to register         390  estado_atual[3]  estado_atual[0]
worst max register to register         620  estado_atual[3]  estado_atual[0]
min in group clk0                      390  estado_atual[3]  estado_atual[0]
max in group asynchronous              700  estado_atual[0]            reset
worst max-delay path                   620  estado_atual[3]  estado_atual[0]
[metrics by stage]
step	util	setup slack (ps)	instance area (µm²)	total power (W)	hold slack [ps]
after floorplan	-	625	253	0.000206	-55.6
after global placement	0.104	466	357	0.000212	388
after detailed placement	0.104	433	357	0.000213	396
after CTS	0.112	618	383	0.000420	224
after global routing	0.112	620	383	0.000433	247
final	0.112	620	383	0.000409	226
[registers in the layout, summed over array words and instances (netlist names)]
signal / cells
y: 4
estado_atual: 6
[cells by family (layout without fill, tap and decap cells)]
group / after synthesis / count (layout) / synth area share
and+or+nand+nor: 5 / 5 / 0.149
latches: 4 / 4 / 0.238
DFF: 6 / 6 / 0.599
buffers and inverters: 1 / 9 / 0.0148
[power by group through the flow]
stage	clock network (W)	registers (W)	logic (W)
CTS	0.000210	0.000203	0.00000669
global route	0.000222	0.000203	0.00000776
finish	0.000199	0.000203	0.00000640
[area by class of cell]
type / count / area (µm²)
fillers: 389 / 3030
multi-input cells: 5 / 37.5
well taps: 46 / 57.6
repair buffers: 5 / 50.0
flip-flops and latches: 10 / 211
clock buffers: 4 / 26.3
[Yosys cell counts]
cell / number / area [µm²]
nor3_2: 1 / 10.0
dfstp_2: 1 / 26.3
or3_2: 1 / 7.51
or4_1: 1 / 7.51
dlxtn_1: 4 / 60.1
or2_2: 1 / 6.26
clkbuf_1: 1 / 3.75
dfrtp_1: 5 / 125
or3_1: 1 / 6.26
Power figures rest on the tool's default switching activity, not on a simulated workload.
