--- design/flow/config.mk ---
export PLATFORM = sky130hd
export DESIGN_NAME = comparador
export DESIGN_NICKNAME = comparador
export VERILOG_FILES = /design/flow/design.v
export SDC_FILE = /design/flow/constraint.sdc
export NUM_CORES = 4
export LEC_CHECK = 1
export CORE_AREA = 10 10 70 70
export DIE_AREA = 0 0 80 80
--- design/flow/constraint.sdc ---
current_design comparador

set clk_period 2.5
set clk_io_pct 0.2

create_clock -name clk0 -period $clk_period

set non_clock_inputs [all_inputs -no_clocks]
set_input_delay [expr $clk_period * $clk_io_pct] -clock clk0 $non_clock_inputs
set_output_delay [expr $clk_period * $clk_io_pct] -clock clk0 [all_outputs]
--- design/flow/design.v ---
module comparador
	(output maior, menor, igual,
	input [7:0] A, B);
	assign igual = (A == B);
	assign maior = (A > B);
	assign menor = (A < B);
endmodule
--- design/flow/run.sh ---
#!/bin/bash
# OpenROAD 26Q1-2900-gdf79404cd8, Yosys 0.63+post, stock flow scripts
make -C /OpenROAD-flow-scripts/flow DESIGN_CONFIG=/design/flow/config.mk WORK_HOME=/design/flow/orfs finish
==> run notes <==
yosys + openroad results -> IO Count 19, Layout Area Growth over Synthesis 120%, Seq share, synth 0, DRT iter0 DRCs 1, Die H 80 um, nature of the critical path startpoint primary input, tool warning count 32, die width 80 um, Residual DRC 0, Final Routed Wirelength 725 um, CP endpoint kind output port, flop count 0, Worst-Margin Slew 172 ps, Mapped Cells 29, # rows 21, Max Freq 420 MHz, vias per inst 2.74, GRT Overall Usage 0.0219, max-capacitance violation count 0, Hold Buf Count CTS 0, # Cells Yosys 29, final core utilization 0.145, final setup violation count 0, ANT cells 0, DP HPWL 674 um, critical path type primary input to output port, routed via count 263, Hold/Removal Path Class primary input to output port, final hold violations 0, initial antenna violation count 0, total die area 6400 um^2, LEAKAGE 0.235 nW, layout cell share with drive strength beyond 1 0.180, Antenna Violating Nets Remaining 0, largest net degree at the start of global routing 4, drt pass-1 iters 3, fillcell total 396, setup_tns 0 ps, Final Max Tran Viols 0, clock buf count 0, Post-Syn Area 225 um^2, Synth area leader ha_1, fp util 0.0659, Worst Path Max Fanout 2, WL/cell 7.55 um, outcome complete, no violations, Area leader share 0.444, CORE AREA 3420 um^2, Syn Area/Cell 7.77 um^2, Slew Limit Headroom 0.885, first-pass GRT wire length 1200 um, Synth warnings 0, total power divided by cell area 145 nW/um^2, peak supply drop 0.0000249 V, Cell variety after synth 12, crit path time final 2380 ps, period utilization 0.953, vias in the first global route 278, Crit path arrival time 1880 ps, total gr overflow 0, unrepaired setup endpoints after global routing false, CP Data Required Time 2000 ps, Routability Congestion 0.761, Yosys chip area 225 um^2, Cell area leaders ha_1, inv_1, a21oi_1, Storage cell area 0 um^2, Port Buf Inserts 19, most instantiated cells after synthesis ha_1, inv_1, a21oi_1
[area by class of cell]
cell class / count / area, um^2 / share of cell area
inverter: 8 / 30.0 / 0.0606
multi-input combinational: 21 / 208 / 0.419
tap: 46 / 57.6 / 0.116
timing repair buffer: 21 / 200 / 0.404
[power breakdown]
group	total, mW	switching, mW	internal, mW
clock network	0	0	0
logic	0.0719	0.0245	0.0473
registers	0	0	0
total	0.0719	0.0245	0.0473
[layer usage]
layer / share of wire / vias to the layer above / track usage
met4: 0 / 0 / 0
met3: 0.15 / 0 / 0.00909
met2: 0.52 / 9 / 0.0425
met1: 0.33 / 112 / 0.0224
li1: - / 142 / -
met5: 0 / - / 0
[kinds of logic after synthesis]
group           after synthesis  share of synthesized area
fa+ha+maj                     8                      0.444
buf+inv                       8                      0.133
simple gates                  6                      0.194
compound gates                7                      0.228
[path summary, 6_finish.rpt]
kind,startpoint,endpoint,slack [ps],depth (start not counted)
setup / recovery,A[1],maior,120,8
hold / removal,B[1],maior,1730,7
[cell usage in the layout, fill, tap and decap left out]
master	instances
clkdlybuf4s50_1	15
a21oi_1	3
ha_1	7
nand2_1	1
dlymetal6s2s_1	1
nor2_1	2
o21ba_1	1
inv_1	7
ha_4	1
o211ai_2	1
nor2b_4	1
dlygate4sd2_1	2
o21ai_1	1
buf_4	2
nand4_2	1
inv_2	1
a21oi_2	1
nand4_1	1
buf_2	1
[worst max-delay path, cell delays in order]
cell	delay (ps)
clkdlybuf4s50_1	510
ha_4	210
buf_4	120
buf_4	120
nand4_1	70
nor2_1	60
o21ba_1	200
buf_2	90
[repair_timing]
item / 4_1_cts / 5_1_grt
buffers inserted: 1 / 0
pin swaps: 7 / 2
resized: 6 / 3
setup endpoints to repair: 3 / 2
[metrics by stage]
stage	instances	hold slack, ps	total power [mW]	worst slack (ps)	cell area (um^2)
floorplan	29	1220	0.0300	722	225
global placement	95	2190	0.0703	-239	480
detailed placement	95	2200	0.0711	-242	480
CTS	96	1970	0.0710	30.8	480
global route	96	1790	0.0806	29.1	495
finish	96	1730	0.0719	117	495
Power is estimated from default activity; no workload was simulated.
