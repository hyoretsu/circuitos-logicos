**/design/flow/constraint.sdc**
```tcl
current_design maquinaDeEstadosSequencia1110

set clk_period 1.0
set clk_io_pct 0.2

create_clock -name clk0 -period $clk_period [get_ports {clock}]

set non_clock_inputs [all_inputs -no_clocks]
set_input_delay [expr $clk_period * $clk_io_pct] -clock clk0 $non_clock_inputs
set_output_delay [expr $clk_period * $clk_io_pct] -clock clk0 [all_outputs]
```
**/design/flow/config.mk**
```make
export PLATFORM = sky130hd
export DESIGN_NAME = maquinaDeEstadosSequencia1110
export DESIGN_NICKNAME = maquinaDeEstadosSequencia1110
export VERILOG_FILES = /design/flow/design.v
export SDC_FILE = /design/flow/constraint.sdc
export NUM_CORES = 4
export LEC_CHECK = 1
export CORE_AREA = 10 10 70 70
export DIE_AREA = 0 0 80 80
```
**/design/flow/run.sh**
```bash
#!/bin/bash
# OpenROAD 26Q1-2900-gdf79404cd8, Yosys 0.63+post, stock flow scripts
make -C /OpenROAD-flow-scripts/flow DESIGN_CONFIG=/design/flow/config.mk WORK_HOME=/design/flow/orfs finish
```
**/design/flow/design.v**
```verilog
module maquinaDeEstadosSequencia1110
	(output reg y,
		input clock, x, reset);
	reg [1:0] estado_atual, estado_anterior;
	parameter A = 0, B = 1, C = 2, D = 3;
	always @* begin
		if (estado_atual == A && estado_anterior == D)
			y = 1;
		else
			y = 0;
	end
	always @(posedge clock, negedge reset) begin
		if (~reset)
			estado_atual <= A;
		else
			case (estado_atual)
				A: begin
					estado_anterior <= A;
					if (x == 0)
						estado_atual <= A;
					else
						estado_atual <= B;
				end
				B: begin
					estado_anterior <= B;
					if (x == 0)
						estado_atual <= A;
					else
						estado_atual <= C;
				end
				C: begin
					estado_anterior <= C;
					if (x == 0)
						estado_atual <= A;
					else
						estado_atual <= D;
				end
				D: begin
					estado_anterior <= D;
					if (x == 0)
						estado_atual <= A;
					else
						estado_atual <= D;
				end
			endcase
	end
endmodule
```
==> results_dict.tcl <==
# flow metrics
set metrics [dict create \
    warnings 27 \
    first_pass_iters 2 \
    yosysWarnings 1 \
    core.rowCount 21 \
    syn_to_final_growth_pct 77.5 \
    maxSlewViolCount 0 \
    syn_area_per_cell_um2 16.1 \
    end_kind "output pin" \
    ys_sh_simple_pct 11.6 \
    viasPerCell 1.47 \
    logic_family "simple AND/OR/NAND/NOR gates" \
    ioPinCount 4 \
    clk_path_buf_depth 2 \
    die_y_um 80 \
    grt-ovfl-total 0 \
    ys_types 6 \
    gp_congestion 0.614 \
    antenna_found_initial 0 \
    fmax_mhz 861 \
    start_kind "flop" \
    slew_headroom_pct 92.1 \
    core-area_um2 3420 \
    cts_tree "yes" \
    finalCritPeriodShare_pct 116 \
    cp_max_fo 2 \
    fin_skew_ns 0.000322 \
    first_global_vias 125 \
    grtUsageTotal_pct 1.18 \
    crit_required_ns 0.80 \
    timing.setup.tns_ns -0.162 \
    ys_seq_share_pct 81.4 \
    clk_latency_ns 0.24 \
    die_w_um 80 \
    rsz0062_at_grt "true" \
    outcome "finished with violations" \
    cp_cell_sequence "and2_4, buf_6" \
    cts_sinks 5 \
    aoi_share_pct 4.65 \
    synthTopCellsByArea "dfrtp_1 (47%), edfxtp_1 (19%), dfstp_2 (16%)" \
    n_fill_cell 409 \
    clk_pin_slew_ns 0.04 \
    setup_viol 1 \
    cts_root_buffer "clkbuf_4" \
    final_hold_viol_count 0 \
    holdCritPathClass "in2async" \
    pwr_density_cell_nw_per_um2 1670 \
    p_leak_nw 0.112 \
    comb_area_um2 28.8 \
    grt_max_degree 5 \
    fin_ws_ns -0.162 \
    drt_wl_total_um 310 \
    drive_gt1_share_pct 38.9 \
    r2r_slack_ns 0.30 \
    drv_cap 0 \
    antenna_left 0 \
    crit_path_top_delay_cell "dfstp_2" \
    grt_pass1_wl_um 524 \
    pre_cts_ws_ns -0.288 \
    cts_setup_buffers 0 \
    fp_util_pct 4.73 \
    synthCells 10 \
    syn_area_um2 161 \
    remaining_drc_errors 0 \
    cp.arrival_ns 0.96 \
    worstMarginPinSlew_ns 0.118 \
    routedWlPerCell_um 4.84 \
    diodes 0 \
    vdd_ir_drop_max_v 0.000200 \
    violations "setup timing" \
    yosys.area_share.adder_pct 0 \
    port_buffers 3 \
    ys_area_um2 161 \
    cpPeakStageDelay_ns 0.52 \
    ys_sh_mux_pct 0 \
    ys_cells 10 \
    xor_area_share_pct 0 \
    ys.flops 5 \
    via_count 94 \
    post-route-min-period_ns 1.16 \
    finalPower_mw 0.478 \
    register_area_um2 131 \
    yosys.area.top_type "dfrtp_1" \
    cts_made_buffers 3 \
    cts_htree_levels 1 \
    die_area_um2 6400 \
    top_cell_area_share_pct 46.5 \
    first_iter_violations 8 \
    path_class "reg2out" \
]
power breakdown:
part	leakage [nW]	switching, mW	internal [mW]	total [mW]
clock network	0.0150	0.0759	0.150	0.226
logic	0.0365	0.00866	0.0185	0.0271
registers	0.0607	0.00381	0.221	0.225
total	0.112	0.0884	0.390	0.478
routing by layer:
metal	up-vias	global-route usage (%)	wire length, µm
li1	47	-	-
met1	43	1.07	131
met2	4	1.04	90
met3	0	2.16	88
met4	0	0.528	0
met5	-	0	0
through the flow:
step / cell area (µm²) / utilization (%) / std cells / hold WS [ns]
2_1_floorplan: 161 / - / 10 / -0.0956
3_3_place_gp: 256 / 7.51 / 60 / 0.431
3_5_place_dp: 256 / 7.51 / 60 / 0.436
4_1_cts: 280 / 8.21 / 64 / 0.271
5_1_grt: 287 / 8.39 / 64 / 0.279
6_report: 287 / 8.39 / 64 / 0.279
area by class of cell:
class,count,area share (%)
Clock buffer,4,9.17
Inverter,1,1.31
Multi-Input combinational cell,4,10.0
Sequential cell,5,45.9
Tap cell,46,20.1
Timing Repair Buffer,4,13.5
cells in the final DEF (no fill, tap or decap):
master,instances
dfrtp_1,3
and2_1,2
dfstp_2,1
buf_6,1
clkbuf_1,1
o21a_1,1
and2_4,1
clkbuf_4,3
edfxtp_1,1
inv_1,1
buf_4,1
clkdlybuf4s50_1,2
cell families (layout without fill, tap and decap cells):
logic type / after synthesis / in the layout
simple gates: 3 / 3
flops: 5 / 5
compound gates: 1 / 1
buf+inv: 1 / 9
repair_timing:
item                                    CTS  global route
pin swaps                                 1             0
hold buffers                              0             0
endpoints found under the setup margin    1             1
gates resized                             4             1
cells in the mapped netlist:
library cell	n
and2_1	3
inv_1	1
edfxtp_1	1
o21a_1	1
dfstp_2	1
dfrtp_1	3
final timing paths:
path / depth (start not counted) / to / from
setup / recovery: 2 / y / estado_atual[0]
hold / removal: 2 / estado_atual[3] / reset
setup reg to reg: 1 / estado_atual[2] / estado_atual[0]
hold reg to reg: 0 / flop / estado_atual[3]
max in group asynchronous: 2 / estado_atual[0] / reset
min in group clk0: 0 / flop / estado_atual[3]
critical path: cells and delay by family (launching register included):
family / cells / cell delay [ns]
buffers and inverters: 1 / 0.07
flip-flops: 1 / 0.52
AND/OR/NAND/NOR: 1 / 0.13
No activity file was given, so power comes from the tool's default toggle rates.
